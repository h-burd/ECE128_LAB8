## design.v

```verilog
`timescale 1ns / 1ps
module Anode_generator(
input clk,
output [3:0] out
);
wire [1:0] cnt_q; 
refresh_counter uut(clk, cnt_q);
decode_2_4 uut1(.cnt_q(cnt_q),.out(out));
endmodule
`timescale 1ns / 1ps
module Mux_4_1_16b(
input [15:0] i,
input [3:0] s,
output reg [3:0] bcd
);
    always@(*)
    begin
        case(s)
            4'b1000 : bcd = i[15:12];
            4'b0100 : bcd = i[11:8];
            4'b0010 : bcd = i[7:4];
            4'b0001 : bcd = i[3:0];
            default: bcd = 4'b0000;
        endcase
    end
endmodule
`timescale 1ns / 1ps
module Seven_seg_decoder(clk, bcd,seg); 
    input clk; 
    input [3:0] bcd; 
    output reg[6:0] seg; 
    always @(posedge clk)    
    begin        
    case (bcd)
        0: seg = 7'b1000000;
        1: seg = 7'b1111001;
        2: seg = 7'b0100100;
        3: seg = 7'b0110000;
        4: seg = 7'b0011001;
        5: seg = 7'b0010010;
        6: seg = 7'b0000010;
        7: seg = 7'b1111000;
        8: seg = 7'b0000000;
        9: seg = 7'b0010000;
        default: seg = 7'b1111111;
       endcase             
    end                
endmodule
`timescale 1ns / 1ps
module bin_to_BCD(
    input           clk,
    input           en,
    input   [11:0]  bin_d_in,
    output  [15:0]  bcd_d_out,
    output          rdy
    );
    parameter IDLE      = 3'b000;
    parameter SETUP     = 3'b001;
    parameter ADD       = 3'b010;
    parameter SHIFT     = 3'b011;
    parameter DONE      = 3'b100;
    reg [27:0]  bin_bcd_data    = 0;
    reg [2:0]   current_state   = 0;
    reg         processing_flag = 0;
    reg [3:0]   shift_counter   = 0;
    reg [1:0]   add_counter     = 0;
    reg         output_ready    = 0;
    always @(posedge clk)
        begin
        if(en)
            begin
                if(~processing_flag)
                    begin
                    bin_bcd_data   <= {16'b0, bin_d_in};
                    current_state  <= SETUP;
                    end
            end
        case(current_state)
            IDLE:
                begin
                    output_ready  <= 0;
                    processing_flag <= 0;
                end
            SETUP:
                begin
                processing_flag <= 1;
                current_state   <= ADD;
                end
            ADD:
                begin
                case(add_counter)
                    0:
                        begin
                        if(bin_bcd_data[15:12] > 4)
                            begin
                                bin_bcd_data[27:12] <= bin_bcd_data[27:12] + 3;
                            end
                            add_counter <= add_counter + 1;
                        end
                    1:
                        begin
                        if(bin_bcd_data[19:16] > 4)
                            begin
                                bin_bcd_data[27:16] <= bin_bcd_data[27:16] + 3;
                            end
                            add_counter <= add_counter + 1;
                        end
                    2:
                        begin
                        if((bin_bcd_data[23:20] > 4))
                            begin
                                bin_bcd_data[27:20] <= bin_bcd_data[27:20] + 3;
                            end
                            add_counter <= add_counter + 1;
                        end
                    3:
                        begin
                        if((bin_bcd_data[27:24] > 4))
                            begin
                                bin_bcd_data[27:24] <= bin_bcd_data[27:24] + 3;
                            end
                            add_counter <= 0;
                            current_state <= SHIFT;
                        end
                    endcase
                end
            SHIFT:
                begin
                shift_counter   <= shift_counter + 1;
                bin_bcd_data    <= bin_bcd_data << 1;
                if(shift_counter == 11)
                    begin
                    shift_counter   <= 0;
                    current_state   <= DONE;
                    end
                else
                    begin
                    current_state   <= ADD;
                    end
                end
            DONE:
                begin
                output_ready    <= 1;
                current_state   <= IDLE;
                end
            default:
                begin
                current_state <= IDLE;
                end
            endcase
        end
    assign bcd_d_out    = bin_bcd_data[27:12];
    assign rdy          = output_ready;
endmodule
`timescale 1ns / 1ps
module decode_2_4(
input [1:0] cnt_q,
output reg [3:0] out
);
    always @(*)    
    begin        
        case (cnt_q)
            2'b00: out = 4'b1000;
            2'b01: out = 4'b0100;
            2'b10: out = 4'b0010;
            2'b11: out = 4'b0001;
            default: out = 4'b0000;
       endcase             
    end       
endmodule
`timescale 1ns / 1ps
module multi_seg_drive(
input clk,
input [15:0] bcd_in,
output [3:0] sseg_a_o,
output [6:0] sseg_c_o);
wire [6:0] sseg_o;
wire [3:0] bcd_seg;
wire [3:0] anode;
Seven_seg_decoder uut1(.clk(clk), .bcd(bcd_seg),.seg(sseg_c_o));
Anode_generator uut2 (.clk(clk),.out(anode));
Mux_4_1_16b uut3 (.i(bcd_in),.s(anode),.bcd(bcd_seg));
assign  sseg_a_o = ~anode;
endmodule
`timescale 1ns / 1ps
module refresh_counter(
    input clk,
    output reg [1:0] cnt_q
);
reg[1:0] cnt_d = 2'b00;
reg[9:0] count = 10'd0;
always @(posedge clk)
    begin
    if(count == 10'd2048) begin   
        count <= 10'd1;
        if(cnt_d == 2'b11) begin
            cnt_d <= 2'b0;
            cnt_q <= cnt_d;
        end
        else begin
            cnt_d <= cnt_d + 1'b1;
            cnt_q <= cnt_d;
        end
    end
    else begin
        count <= count + 10'd1;
    end
end
endmodule
`timescale 1ns / 1ps
module top(clk,sseg_a_o,sseg_c_o);
    input clk;
    wire [11:0] bin;
    wire [15:0] bcd_in;
    output [3:0] sseg_a_o;
    output [6:0] sseg_c_o;
    wire rdy;
    reg [15:0] bcd_reg;
    upcounter uut0 (.clk(clk), .rst(0), .count(bin),.en(rdy));
    bin_to_BCD uut1(.clk(clk), .en(1),.bin_d_in(bin), .bcd_d_out(bcd_in),.rdy(rdy));
    multi_seg_drive uut2 (.clk(clk),.bcd_in(bcd_reg),.sseg_a_o(sseg_a_o),.sseg_c_o(sseg_c_o));
    always @(posedge clk)
    begin
    if(rdy)
    bcd_reg  <= bcd_in;
    else 
    bcd_reg <= bcd_reg;
    end
endmodule
`timescale 1ns / 1ps
module upcounter(
    input clk, 
    input rst, 
    input en, 
    output reg [11:0] count
);
    reg [16:0] cycle_count;  
    initial begin
        count = 12'd0;
        cycle_count = 17'd0;
    end
    always @(posedge clk or posedge rst) begin
        if (rst) begin
            count <= 12'd0;
            cycle_count <= 17'd0;
        end else if (en) begin
            if (cycle_count == 17'd131071) begin
                count <= count + 1; 
                cycle_count <= 17'd0;
            end else begin
                cycle_count <= cycle_count + 1; 
            end
        end
    end
endmodule
```

## run.sh

```bash
#!/bin/bash
# OpenROAD 26Q1-2900-gdf79404cd8, Yosys 0.63+post, stock flow scripts
make -C /OpenROAD-flow-scripts/flow DESIGN_CONFIG=/design/flow/config.mk WORK_HOME=/design/flow/orfs finish
```

## config.mk

```make
export PLATFORM = sky130hd
export DESIGN_NAME = top
export DESIGN_NICKNAME = top
export VERILOG_FILES = /design/flow/design.v
export SDC_FILE = /design/flow/constraint.sdc
export NUM_CORES = 4
export LEC_CHECK = 1
export CORE_UTILIZATION = 30
```

## constraint.sdc

```tcl
current_design top

set clk_period 4.7
set clk_io_pct 0.2

create_clock -name clk0 -period $clk_period [get_ports {clk}]

set non_clock_inputs [all_inputs -no_clocks]
set_input_delay [expr $clk_period * $clk_io_pct] -clock clk0 $non_clock_inputs
set_output_delay [expr $clk_period * $clk_io_pct] -clock clk0 [all_outputs]
```

==> results.cfg <==
; yosys + openroad results
[outcome]
status = finished, final reports clean

[yosys]
synth.cell_area_mm2 = 0.00597
flop_cell = edfxtp_1
ys_cells = 620
syn_inst = 620
async_flop_share = 0
yosys.stat.seqShare = 0.466
ys_warn_count = 10
edf_count = 68
yosysUniqueCellTypes = 69
synth_flops = 105
syn_area_per_cell_um2 = 9.63
ys_chip_area_mm2 = 0.00597

[timing]
max_freq_mhz = 368
fin_crit_sh = 0.578
fin_ws_ns = 1.98
setup_violations = 0
tightest_slew_ns = 0.784
max_slew_margin = 0.477
worst_clock_skew_ns = 0.00901
timing.final.crit_period_ns = 2.72
slew_viol_final = 0
fin_tns_setup_ns = 0
rsz0062_at_grt = false
timing_hold_violations_final = 0

[route]
drt-total-wl_mm = 12.5
num_vias = 4462
drt_iter0_drc = 354
post-route-drc-count = 0
diodes = 0
routed_via_density = 5.09
wl_per_cell_um = 14.3
postRouteAntennaNets = 0
drt_first_pass_iters = 5

[critical_path]
timing.rr.end = uut0.count[0]
crit_arrival_ns = 2.71
reg2reg_slack_ns = 1.98
timing.rr.start = uut0.cycle_count[0]
critPathKind = flip-flop to flip-flop
r2r_cells = 6
end_kind = flip-flop
critical_path.max_fanout = 18
crit_end = uut0.count[0]
cp_data_required_time_ns = 4.69
start_kind = flip-flop
startpoint = uut0.cycle_count[0]

[cts]
cts_hold_buf = 0
post_cts_buffers = 0
htreeDepth = 3
cts_sinks = 105
cts_tree = done
clk_latency_ns = 0.35
cts-root-buf = clkbuf_16
path_clk_slew_ns = 0.07
cts_resized = 0
cts_made_buffers = 9
clockBufferDepth = 2

[final_layout]
fin_area_mm2 = 0.00659
fin_util = 0.338
num-fill-cells = 1929
final_cell_count_no_fill = 876
syn_to_final_growth_pct = 10.3
largest_register_ffs = 28
layout-drive-gt1-share = 0.0655

[grt]
grt_pass1_wl_mm = 21.3
grt_max_degree = 38
grt_use_total = 0.134
antenna_found_initial = 0
overflow = 0
grt_pass1_vias = 4196

[pwr]
ir_worst_vdd_v = 0.000163
p_per_area_mw_per_mm2 = 260
leakagePower_nw = 2.26

[placement]
dp_hpwl_mm = 8.27
numPortBuffers = 11
place_congestion = 0.859
place_ws_ns = 1.99
postPlaceCellArea_mm2 = 0.00629
dp.cells = 860

[floorplanning]
die_w_um = 143
fp.dieH_um = 143
fp_util = 0.307
die-area_mm2 = 0.0205
io_pins = 12
core_mm2 = 0.0195
row_count = 51

[flow_run]
cap_violations = 0
warnings = 36

[hold_path]
hp-class = flip-flop to flip-flop
routing by layer:
| metal | global-route usage | up-vias | routed length, µm |
|---|---|---|---|
| met1 | 0.213 | 2079 | 6180 |
| met5 | 0 | - | 0 |
| met4 | 0.0164 | 0 | 138 |
| met2 | 0.201 | 114 | 5570 |
| li1 | - | 2258 | - |
| met3 | 0.0242 | 11 | 617 |
through the flow:
stage / hold slack (ns) / total power, W
final: 0.456 / 0.00171
after global routing: 0.497 / 0.00177
after CTS: 0.459 / 0.00174
after detailed placement: 0.443 / 0.000990
after global placement: 0.447 / 0.000990
after floorplan: 0.407 / 0.000990
cells in the mapped netlist (3+ instances only):
master     n  share of area
mux2_2     4         0.0075
mux4_2     3          0.011
and3_1    12          0.013
xnor2_1   22          0.032
nand3_1   21          0.018
nor2b_1   10          0.010
o21a_1     5         0.0063
nor3b_1    3         0.0038
a21o_1     3         0.0038
nor2_1    50          0.031
nand2b_1   9         0.0094
o21ai_0   31          0.026
buf_2      8         0.0067
clkbuf_1  33          0.021
o31ai_1    6         0.0075
a211oi_1   4         0.0050
o21ai_1    3         0.0025
xor2_1    11          0.016
and2_1     6         0.0063
a21oi_1   19          0.016
o211ai_1  11          0.014
or2_2      5         0.0052
dfxtp_1   37           0.12
o311ai_0   4         0.0059
nand2_1   75          0.047
nand3b_1  11          0.014
nand4_1   12          0.013
a221oi_1   4         0.0059
mux2i_1    8          0.013
o221ai_1   4         0.0059
inv_1     24          0.015
o22ai_1    3         0.0031
a22oi_1    3         0.0038
nor3_1     9         0.0075
a31oi_1    8         0.0084
and4_1     6         0.0088
edfxtp_1  68           0.34
ha_1      23          0.048
or3_1      4         0.0042
report_power, final:
group	leakage, nW	switching [W]	internal (W)	total, W
registers	1.09	0	0.000969	0.000969
clock network	0.139	0.000332	0.000413	0.000745
logic	1.03	0	0	0.00000000103
critical path, stage by stage, from the launching register on:
cell and delay (ns):
edfxtp_1 0.37, ha_1 0.23, nand2_1 0.09, nor3b_1 0.36, and3_1 0.22, ha_1 0.54
and2_1 0.54
worst min path at each step:
| stage | slack [ns] | start | cells after the start | to |
|---|---|---|---|---|
| final | 0.46 | uut2.uut2.uut.count[0] | 1 | uut2.uut2.uut.count[0] |
| after global routing | 0.50 | uut2.uut2.uut.count[0] | 1 | uut2.uut2.uut.count[0] |
| after CTS | 0.46 | uut2.uut2.uut.count[0] | 1 | uut2.uut2.uut.count[0] |
placed cells by master (no fill, tap or decap), drive strengths merged, types with 12 or more instances in the layout:
master,Yosys,routed
a21oi,19,19
edfxtp,68,68
nand3,21,21
xnor2,22,22
ha,23,23
and3,12,12
dfxtp,37,37
nor2,50,50
nand4,12,12
o21ai,34,34
nand2,75,75
inv,25,26
kinds of logic after synthesis:
logic type / count (synthesis) / synth area share
simple gates: 240 / 0.201
mux: 15 / 0.0323
fa+ha+maj: 23 / 0.0482
xor+xnor: 33 / 0.0484
flops: 105 / 0.466
compound gates: 137 / 0.160
buf+inv: 67 / 0.0440
cell type report:
cell class | instances | area (µm²) | area share
sequential | 105 | 2780 | 0.423
inverter | 25 | 93.8 | 0.0143
multi-input combinational | 448 | 2930 | 0.444
clock buffer | 9 | 225 | 0.0342
clock inverter | 7 | 70.1 | 0.0106
timing repair buffer | 17 | 155 | 0.0236
tap | 265 | 332 | 0.0504
No activity file was given, so power comes from the tool's default toggle rates.
